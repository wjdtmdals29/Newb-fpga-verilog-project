$ cat /design/flow/design.v
`timescale 1ns / 1ps
module control #(parameter I_BW = 8, IF_SIZE = 28)
(
    clk, ce,
    rst, global_rst_n,
    o_ce, o_rst, o_load_data
);
input clk, ce, rst, global_rst_n;
output o_ce, o_rst, o_load_data;
reg r_load_weight;
reg r_ce_d;
reg r_ce_dd;
reg r_ce_ddd;
reg r_rst;
always @(posedge clk or negedge global_rst_n) begin
    if(!global_rst_n)begin
        r_ce_d <= 0;
        r_ce_dd <= 0;
        r_ce_ddd <= 0;
        r_rst <= 0;
        r_load_weight <= 0;
    end
    else if(r_rst==1) begin
        r_ce_d <= 0;
        r_ce_dd <= 0;
        r_ce_ddd <= 0;
        r_load_weight <= 0;
        r_rst <= 0;
    end
    else begin
        r_ce_d <= ce;
        r_ce_dd <= r_ce_d;
        r_ce_ddd <= r_ce_dd;
        r_rst <= rst;
        r_load_weight <= 1;
    end
end
assign o_ce = r_ce_ddd;
assign o_rst = r_rst;
assign o_load_data = r_load_weight;
endmodule
$ cat /design/flow/config.mk
export PLATFORM = sky130hd
export DESIGN_NAME = control
export DESIGN_NICKNAME = control
export VERILOG_FILES = /design/flow/design.v
export SDC_FILE = /design/flow/constraint.sdc
export NUM_CORES = 4
export LEC_CHECK = 1
export CORE_AREA = 10 10 70 70
export DIE_AREA = 0 0 80 80
$ cat /design/flow/constraint.sdc
current_design control

set clk_period 1.0
set clk_io_pct 0.2

create_clock -name clk0 -period $clk_period [get_ports {clk}]

set non_clock_inputs [all_inputs -no_clocks]
set_input_delay [expr $clk_period * $clk_io_pct] -clock clk0 $non_clock_inputs
set_output_delay [expr $clk_period * $clk_io_pct] -clock clk0 [all_outputs]
$ cat /design/flow/run.sh
#!/bin/bash
# OpenROAD 26Q1-2900-gdf79404cd8, Yosys 0.63+post, stock flow scripts
make -C /OpenROAD-flow-scripts/flow DESIGN_CONFIG=/design/flow/config.mk WORK_HOME=/design/flow/orfs finish
==> results.ini <==
[status]
status=finished, final reports clean

[route]
drt-total-wl_um=362
drcViolationCount=0
postRouteAntennaNets=0
drt_iter0_markers=1
via_per_inst=1.507
first_pass_iters=2
vias=101
n_antenna_cell=0
post_drt_wl_per_cell_um=5.403

[clock_network]
insertion_delay_ps=230
cts_sinks=5
cts_root_buffer=clkbuf_4
cts_buffers=3
post_cts_buffers=0
cts_tree=yes
cts_buffer_depth=2
hold_buffers=0
htree_levels=1
clkTransAtPathRegs_ps=40

[placed_design]
place_congestion=0.6182
dp_cells=63
pre_cts_slack_ps=-0.8034
io_buffers=6

[logic_synthesis]
numSynthFlops=5
syn_area_um2=153.9
yosys_warnings=1
synth_cell_types=3
ys_seq_share_pct=81.30
syn_avg_cell_area_um2=15.39
syn_inst=10
ys_cells=10
yosys.stat.chipArea_um2=153.9
synth_top_area_share_pct=81.30
top_area_cell=dfrtp_1
topCellsByArea=dfrtp_1, nor2b_1, inv_1

[grt]
overflow=0
use_met2_pct=0.9631
grt_first_pass_wirelength_um=558
antenna_found_initial=0
grt.met3_usage_pct=1.364
grt_usage_pct=1.231
grt_start_max_net_pins=6
grt_use_met1_pct=1.877
first_global_vias=116
busiest_layer=met1

[sta]
min_period_ps=917.6
period_used_pct=91.76
tightest_slew_ps=231.4
fin_tns_setup_ps=0
slew_headroom_pct=84.53
max_freq_mhz=1090
finClkSkew_ps=1.485
setup_viol=0
finalMaxSlewViolations=0
worst_slack_ps=82.37
final_hold_viol_count=0
rsz0062_at_grt=no

[floorplan]
chipArea_um2=6400
initial_core_util_pct=4.506
die_width_um=80
fp.dieH_um=80
fp-row-count=21
io_pins=7
core_um2=3416

[setup_path]
worst_path_largest_cell_delay_ps=370
cp_num_buf_inv=1
worstPathCellList=buf_2
crit_family=flip-flops
reg2reg_from=r_rst$_DFF_PN0_
critPathSlowestCell=dfrtp_1
reg2reg_slack_ps=310
crit_type=flop to output port
end_kind=output port
crit_arrival_ps=720
worstSetupPathDepth=1
r2r_end=r_ce_d$_DFF_PN0_
setup.worst_path.start_class=flop
cp_max_fo=2
required_ps=800
reg2reg_depth=2

[hold_path]
hp-class=input port to async pin

[pwr]
clkPwrFrac_pct=46.4
switchingPower_mw=0.09023
combPwrFrac_pct=7.8
swShare_pct=18.77
internal_power_mw=0.3904
powerDensity_nw_per_um2=1656
ir_worst_vdd_uv=537.1
p_leak_nw=0.1204
p_seq_share_pct=45.9

[flow_run]
warnings=25
maxCapViolCount=0

[finish]
area_growth_pct=88.62
seq_area_um2=125.1
fill_cells=404
final_cell_mix=dfrtp_1, nor2b_1, clkbuf_4, clkdlybuf4s50_1, clkbuf_2
mostFrequentLayoutCell=dfrtp_1
drive_above_1_share_pct=33.33
instances_no_fill=67
logic_area_um2=25.02

metrics by stage:
step	area [µm²]	hold WS [ps]	power, mW	util (%)
after floorplan	153.9	-95.59	0.2297	-
after global routing	290.3	192.7	0.5147	8.498
after CTS	300.3	183.8	0.4968	8.791
final	290.3	189.4	0.4806	8.498
after detailed placement	279.0	436.9	0.2687	8.169
after global placement	279.0	426.7	0.2672	8.169
routing by layer:
metal | wire length, µm | vias up
met5 | 0 | -
met4 | 0 | 0
met3 | 26 | 0
met2 | 74 | 7
met1 | 261 | 44
li1 | - | 50
worst max-delay path by stage:
stage                      startpoint          end  slack (ps)
CTS           r_load_weight$_DFF_PN0_  o_load_data         0.8
global route          r_rst$_DFF_PN0_        o_rst          40
finish                r_rst$_DFF_PN0_        o_rst          80
repair_timing:
action                     4_1_cts  5_1_grt
gates resized                    7        2
setup endpoints to repair        3        2
gates cloned                     0        0
power groups by stage:
stage | clock, mW | combinational [mW] | sequential (mW)
4_1_cts | 0.236 | 0.0404 | 0.221
5_1_grt | 0.251 | 0.0419 | 0.222
6_report | 0.223 | 0.0374 | 0.220
synth_stat cells:
cell / n
dfrtp_1: 5
inv_1: 1
nor2b_1: 4
cell type report:
cell class              instances  area share, %
clock buffers                   4          9.052
inverters                       1          1.293
multi-input cells               4          8.621
flip-flops and latches          5          43.10
well taps                      46          19.83
repair buffers                  7          18.10
logic make-up after synthesis:
group | after synthesis | share of synthesized area [%]
simple gates | 4 | 16.26
buf+inv | 1 | 2.437
flops | 5 | 81.30
registers in the layout, summed over array words and instances, names as in the netlist:
name,count
r_rst,1
r_ce_d,1
r_ce_ddd,1
r_load_weight,1
r_ce_dd,1
Power is estimated from default activity; no workload was simulated.
